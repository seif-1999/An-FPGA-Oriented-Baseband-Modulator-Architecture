==> flow/design.v <==
module Controller #(
    parameter test = 10
) (
    input   wire         S2P_done,
    input   wire         S2P_REG_done,
    input   wire         CPI_done,
    input   wire         clk,
    input   wire         rst,
    input   wire         go,
    output  reg          S2P_start,
    output  reg          S2P_REG_start,
    output  reg          CPI_start,
    output  reg          CPIdataValid,
    output  reg          busy   
);
    reg [3:0]   stateL1;
    reg [3:0]   stateL2;
    parameter idleState = 0;
    parameter S2PStateL1 = 1;
        parameter S2PStateL2   = 0;
        parameter QAMState     = 1;
        parameter S2P_REGState = 2;
    parameter IFFTState  = 2;
    parameter CPIState   = 3;
    always @(posedge clk or negedge rst) 
        begin
            if(!rst)
                begin
                    stateL1        <= idleState;  
                    stateL2        <= S2PStateL2;
                    S2P_start      <= 0;
                    S2P_REG_start  <= 0;
                    CPI_start      <= 0;
                    CPIdataValid   <= 0;
                    busy           <= 0;
                end
            else
                begin
                    CPIdataValid <= 0;
                    case (stateL1)
                       idleState : begin
                           busy      <= 0;
                           CPI_start <= 0;
                            if(go)
                                begin
                                    stateL1 <= S2PStateL1;  
                                    stateL2 <= S2PStateL2;  
                                end
                       end
                       S2PStateL1 : begin
                           busy <= 1;                        
                           case (stateL2)
                               S2PStateL2 : begin            
                                    if(S2P_done)
                                     begin
                                         S2P_start <= 0;
                                         stateL2   <= QAMState;
                                     end
                                    else if(S2P_REG_done)    
                                        begin
                                            stateL1 <= IFFTState;
                                        end
                                    else
                                        begin
                                            S2P_start <= 1;
                                        end
                               end
                               QAMState : begin              
                                    stateL2       <= S2P_REGState;
                                    S2P_REG_start <= 1;
                               end
                               S2P_REGState : begin           
                                    S2P_REG_start <= 0;
                                    stateL2       <= S2PStateL2;
                               end
                               default: stateL1 <= idleState;
                           endcase
                       end
                       IFFTState : begin                     
                            stateL1      <= CPIState;
                            CPI_start    <= 1;
                            CPIdataValid <= 1;
                       end
                       CPIState : begin                      
                            if(CPI_done)
                                begin
                                    stateL1 <= idleState;
                                end
                            else 
                                begin
                                    stateL1 <= CPIState;
                                end
                       end
                        default: stateL1 <= idleState;  
                    endcase
                end
        end
endmodule
==> flow/run.sh <==
#!/bin/bash
# OpenROAD 26Q1-2900-gdf79404cd8, Yosys 0.63+post, stock flow scripts
make -C /OpenROAD-flow-scripts/flow DESIGN_CONFIG=/design/flow/config.mk WORK_HOME=/design/flow/orfs finish
==> flow/config.mk <==
export PLATFORM = sky130hd
export DESIGN_NAME = Controller
export DESIGN_NICKNAME = Controller
export VERILOG_FILES = /design/flow/design.v
export SDC_FILE = /design/flow/constraint.sdc
export NUM_CORES = 4
export LEC_CHECK = 1
export CORE_AREA = 10 10 78 78
export DIE_AREA = 0 0 88 88
==> flow/constraint.sdc <==
current_design Controller

set clk_period 1.3
set clk_io_pct 0.2

create_clock -name clk0 -period $clk_period [get_ports {clk}]

set non_clock_inputs [all_inputs -no_clocks]
set_input_delay [expr $clk_period * $clk_io_pct] -clock clk0 $non_clock_inputs
set_output_delay [expr $clk_period * $clk_io_pct] -clock clk0 [all_outputs]
==> flow_results.org <==
* Flow results

** Die
- Number of placement rows :: 24
- The floorplan report gives the top-level pin count as 11.
- Width of the die :: 88 um
- The initial utilization of the core area, before any placement, comes to 11.0%.
- Height of the die :: between 80 and 90 um
- The floorplan step defined a core boundary enclosing 4410 um2.
- Chip area :: 7740 um2

** Power
- Dividing total power by cell area gives a power density of 2050 nW/um2.
- The design draws 1.45 mW.
- The leakage component of the power was reported as 0.322 nW.
- Peak supply drop :: 1.10 mV

** GRT
- Leftover overflow at the end of global routing :: 0
- Vias in the first global route :: between 300 and 400
- Tot GR Track Use :: 2.89%
- Entering global routing, the biggest net connects 13 pins.
- First-pass GRT wire length :: 1.72 mm
- The number of antenna violations at the first check in global routing came to 0.

** Worst hold path
- Path class of the lowest-slack min-delay path :: primary input to asynchronous set/reset pin

** Clocking
- CTS placed an instance of clkbuf_8 at the clock tree root.
- In this run the number of H-tree levels came out at 1.
- Clock tree sinks :: 12
- Per the CTS log, the buffer count on the longest clock path is 2.
- Clock tree from TritonCTS :: done
- Clock latency reported for the late side of the worst-skew pair :: between 200 and 250 ps
- CTS buffer count :: 3
- Buffers inserted to repair hold after CTS numbered 0.
- On the worst setup and hold paths after CTS, the clock-pin slew comes to approximately 50 ps.

** Synth
- Primary FF master, synth :: dfrtp_1
- Per the post-synthesis stats, the area per cell is 13.1 um2.
- After synthesis, the design contains 37 cells according to Yosys.
- Warnings reported by Yosys during synthesis add up to 1.
- Cell area after synthesis :: 484 um2
- Of all flip-flops after synthesis, the portion carrying an async set or reset was 100%.
- The synthesized design contains 0 enable-type register cells.
- Yosys reg bits :: 12
- For this run, the chip area from Yosys synthesis comes to 484 um2.
- The netlist uses 20 different library cells.
- Register share after synthesis :: 62.5%
- In the synthesized netlist, the number of instances is 37.

** Setup path
- The report lists the cells along the critical path as dlygate4sd2_1.
- The data arrival time reported for the critical path is 850 ps.
- Slowest cell on the critical path :: dfrtp_1
- Along the worst path, the maximum fanout reaches 2.
- The number of buffers and inverters on the critical path is 1.
- Critical path class :: flop to output pin
- The worst setup path is launched from a flop.
- The timing report gives the biggest stage delay along the critical path as around 370 ps.
- Worst path top cell family by delay :: flip-flops
- Crit. End Element :: output pin
- Req. time, crit path :: 1040 ps

** Place
- RePlAce ended its routability-driven mode at a weighted congestion of 0.751.
- Placed instance count :: 99
- Port-buffer cells :: 10
- Detailed placement reports a standard cell area of 646 um2.

** Flow run
- Warnings raised by the tools during the run amount to 25.
- Tally of max-capacitance violations :: 0

** Timing
- Between clock sinks in the finished design, the worst skew comes to 3.72 ps.
- Setup repair after global routing missed its margin :: no
- Period minus WS final :: around 1100 ps
- Static timing analysis puts the maximum clock frequency at between 800 and 900 MHz.
- The worst path uses a little under nine tenths of the clock period.
- Relative slew slack :: 75.7%
- In the final report, the number of pins over their slew limit comes to 0.
- Per the final timing report, the hold violations number 0.
- Least-Margin Pin Slew :: roughly 370 ps
- Adding up every negative setup slack in the final design gives 0 ps.
- The final timing report counts setup violations totalling 0.

** Layout
- Per the final layout report, the fraction of cells sized above drive strength 1 comes to 25.9%.
- In this run the layout overhead on the synthesized area is reported as 46.0%.
- Fin cells :: 106
- Post-route cell area :: 707 um2

** Drt
- Remaining antenna violation count :: 0
- Count of unresolved DRC violations after routing :: 0
- Final wirelength :: about 1.0 mm
- Per-cell routed wire length :: 9.88 um
- The detailed router placed roughly 340 vias in this run.
- Number of DRC markers in iteration 0 :: 20
- ANT cells :: 0
- Dividing the detail-routed via count by the number of cells gives 3.24.
- Initial DRT Pass Iterations :: 2

** Status
- Outcome :: finished clean
[per-layer routing]
| layer | up-vias | global-route usage [%] | share of wire (%) |
|---|---|---|---|
| li1 | 167 | - | - |
| met1 | 162 | 4.07 | 52 |
| met2 | 14 | 3.77 | 38 |
| met3 | 0 | 1.96 | 11 |
| met4 | 0 | 0 | 0 |
| met5 | - | 0 | 0 |
[worst paths after layout]
| kind | depth (start not counted) | endpoint | slack, ps | startpoint |
|---|---|---|---|---|
| worst min register to register | 0 | CPIdataValid | 410 | stateL1[1] |
| worst max-delay path | 1 | S2P_start | 190 | S2P_start |
| worst min-delay path | 2 | CPIdataValid | 340 | rst |
| worst max register to register | 2 | stateL2[1] | 230 | stateL1[2] |
| min in group clk0 | 0 | CPIdataValid | 410 | stateL1[1] |
| max in group asynchronous | 2 | stateL2[0] | 730 | rst |
[through the flow]
step	hold WS [ps]	worst slack [ps]	utilization (%)
5_1_grt	351	125	16.0
3_3_place_gp	392	64.1	14.6
6_report	340	186	16.0
3_5_place_dp	397	50.2	14.6
2_1_floorplan	-35.6	351	-
4_1_cts	348	164	16.0
[layout by cell type (no fill, tap or decap)]
master / synthesis / final
clkbuf_1: 0 / 1
nand2_2: 1 / 1
a21o_2: 1 / 1
a21o_1: 2 / 2
a21oi_1: 2 / 2
o21a_1: 2 / 2
o21ai_0: 1 / 1
a21bo_2: 1 / 1
clkdlybuf4s50_1: 0 / 5
nor4b_1: 1 / 1
dfstp_2: 2 / 2
a22o_2: 1 / 1
and3b_2: 1 / 1
buf_4: 0 / 4
o221ai_1: 1 / 1
a221o_1: 2 / 2
dlygate4sd2_1: 0 / 5
mux2i_1: 1 / 1
inv_1: 3 / 3
clkbuf_8: 0 / 3
nand2_1: 1 / 1
nor2b_1: 2 / 2
nand3_1: 1 / 1
dfrtp_1: 10 / 10
[registers in the layout, summed over array words and instances, names as in the netlist]
name / flops
stateL1: 4
CPI_start: 1
busy: 1
S2P_REG_start: 1
S2P_start: 1
stateL2: 3
CPIdataValid: 1
[cell usage after synthesis, types with 2 or more instances]
cell type	n	area, um2
a21oi_1	2	10.0
a221o_1	2	20.0
dfstp_2	2	52.6
o21a_1	2	15.0
nor2b_1	2	12.5
inv_1	3	11.3
a21o_1	2	15.0
dfrtp_1	10	250
[where the power goes]
part           internal, mW  total (mW)  switching [mW]
Sequential            0.539       0.691           0.152
Combinational         0.285       0.415           0.129
Clock                 0.215       0.343           0.128
[timing repair]
| item | in CTS | in global routing |
|---|---|---|
| endpoints found under the setup margin | 5 | 0 |
| setup buffers | 3 | 0 |
| gates resized | 5 | 0 |
[final cells by class]
| class | count | area (um2) |
|---|---|---|
| Sequential cell | 12 | 303 |
| Inverter | 3 | 11.3 |
| Fill cell | 468 | 3710 |
| Timing Repair Buffer | 14 | 124 |
| Multi-Input combinational cell | 21 | 159 |
| Clock buffer | 4 | 45.0 |
| Tap cell | 52 | 65.1 |
[cell families after synthesis]
logic type / after synthesis / share of synthesized area [%]
flops: 12 / 62.5
compound gates: 13 / 21.2
simple gates: 7 / 9.56
mux: 1 / 2.07
buf+inv: 4 / 4.65
Power and IR drop assume default switching activity.
