--- flow/design.v ---
module Butterfly #(
        parameter portWidth = 16
    ) (
    input wire signed [portWidth-1:0]   bflyIn1R,           
    input wire signed [portWidth-1:0]   bflyIn1I,           
    input wire signed [portWidth-1:0]   bflyIn2R,           
    input wire signed [portWidth-1:0]   bflyIn2I,           
    input wire signed [portWidth-1:0]   bflyWr,             
    input wire signed [portWidth-1:0]   bflyWi,             
    input wire                          clk,
    input wire                          rst,
    output reg signed [portWidth-1:0]   bflyOut1R,          
    output reg signed [portWidth-1:0]   bflyOut1I,          
    output reg signed [portWidth-1:0]   bflyOut2R,          
    output reg signed [portWidth-1:0]   bflyOut2I           
);
    wire signed [portWidth-1:0] mul1;                              
    wire signed [portWidth-1:0] mul2;                              
    wire signed [portWidth-1:0] mul3;                              
    wire signed [portWidth-1:0] mul4;                              
    Multiplier Multiplier_U1(
        .in1    (bflyWr),
        .in2    (bflyIn2R),
        .clk    (clk),
        .rst    (rst),
        .out    (mul1)
    );
     Multiplier Multiplier_U2(
        .in1    (bflyWi),
        .in2    (bflyIn2I),
        .clk    (clk),
        .rst    (rst),
        .out    (mul2)
    );
     Multiplier Multiplier_U3(
        .in1    (bflyWr),
        .in2    (bflyIn2I),
        .clk    (clk),
        .rst    (rst),
        .out    (mul3)
    );
     Multiplier Multiplier_U4(
        .in1    (bflyWi),
        .in2    (bflyIn2R),
        .clk    (clk),
        .rst    (rst),
        .out    (mul4)
    );
    always @(*) 
        begin
            bflyOut1R <= bflyIn1R + mul1 - mul2;      
            bflyOut1I <= bflyIn1I + mul3 + mul4;      
            bflyOut2R <= bflyIn1R - mul1 + mul2;      
            bflyOut2I <= bflyIn1I - mul3 - mul4;      
        end
endmodule
module Multiplier #(
    parameter portWidth = 16,
    parameter tempWidth = 2*portWidth
) (
    input   wire signed [portWidth-1:0] in1,
    input   wire signed [portWidth-1:0] in2,
    input   wire                        clk,
    input   wire                        rst,
    output  reg         [portWidth-1:0] out
);
    reg  signed [tempWidth-1:0] temp;    
    always @(*) 
        begin
            temp = in1 * in2;
            out <= temp[26:11];
        end
endmodule
--- flow/run.sh ---
#!/bin/bash
# OpenROAD 26Q1-2900-gdf79404cd8, Yosys 0.63+post, stock flow scripts
make -C /OpenROAD-flow-scripts/flow DESIGN_CONFIG=/design/flow/config.mk WORK_HOME=/design/flow/orfs finish
--- flow/config.mk ---
export PLATFORM = sky130hd
export DESIGN_NAME = Butterfly
export DESIGN_NICKNAME = Butterfly
export VERILOG_FILES = /design/flow/design.v
export SDC_FILE = /design/flow/constraint.sdc
export NUM_CORES = 4
export LEC_CHECK = 1
export CORE_UTILIZATION = 50
--- flow/constraint.sdc ---
current_design Butterfly

set clk_period 22.5
set clk_io_pct 0.2

create_clock -name clk0 -period $clk_period

set non_clock_inputs [all_inputs -no_clocks]
set_input_delay [expr $clk_period * $clk_io_pct] -clock clk0 $non_clock_inputs
set_output_delay [expr $clk_period * $clk_io_pct] -clock clk0 [all_outputs]
==> flow_summary.json <==
{
  "fp.coreArea_um2": 73200,
  "regArea_um2": 0,
  "flops": 0,
  "grt_pass1_wl_um": 137000,
  "synth_dominant_cell_count": "inv_1",
  "max-cap-violations": 0,
  "area_delta_synth_final_pct": 7.04,
  "cp_slowest_stage_delay_ps": 530,
  "port_buffers": 160,
  "drive_gt1_share_pct": 1.99,
  "syn-cell-area_um2": 37100,
  "num_rows": 99,
  "cts.repair.resized": 0,
  "fin_crit_ps": 18620,
  "grt_max_degree": 34,
  "cpMostUsedCell": "fa_1",
  "whs_path_depth": 3,
  "synth_cell_types": 56,
  "vias": 25503,
  "die_x_um": 274,
  "crit_type": "in2out",
  "place_congestion": 0.853,
  "worst_slew_pin_slew_ps": 624,
  "seq_area_frac_synth_pct": 0,
  "path_buffers": 7,
  "hp-class": "in2out",
  "ant_nets": 0,
  "ys_top_cells_by_count": "inv_1, fa_1, nand2_1",
  "drc": 0,
  "gr-total-overflow": 0,
  "grtUsageTotal_pct": 24.7,
  "hold_path_end": "bflyOut1R[0]",
  "outcome": "completed",
  "crit_slowest_cell": "fa_1",
  "fp-utilization_pct": 50.6,
  "hpwl_um": 61500,
  "cp_data_arrival_time_ps": 14120,
  "critPathMaxFanout": 17,
  "grt_pass1_vias": 27130,
  "slew-limit-headroom_pct": 57.9,
  "warnings": 60,
  "drt_iter0_markers": 819,
  "fmax_ghz": 0.0537,
  "report.final.hold_viol_count": 0,
  "yosysWarnings": 2,
  "cpLargestDelayFamily": "adder cells",
  "startpoint_type": "input port",
  "routedWlPerCell_um": 15.2,
  "fillers": 6906,
  "dr.pass1.iters": 21,
  "largest_area_cell": "fa_1",
  "wl_um": 78700,
  "via_per_inst": 4.93,
  "top_area_share_pct": 50.1,
  "post-route-util_pct": 54.2,
  "drv_slew": 0,
  "yosysChipArea_um2": 37100,
  "yosys_cells": 4173,
  "fin_crit_sh_pct": 82.7,
  "synth_area_per_cell_um2": 8.88,
  "dieArea_um2": 75200,
  "ctsHoldBuffers": 0,
  "grt_antenna_before_repair": 0,
  "clockBufferCount": 0,
  "fp.dieH_um": 274,
  "setup_viol": 0,
  "yosys-top-cells-area": "fa_1, ha_1, inv_1",
  "final.setup.tns_ps": 0,
  "io_pins": 162,
  "end_kind": "primary output",
  "n_antenna_cell": 0,
  "syn_inst": 4173,
  "worstPathRequired_ps": 18000,
  "min-delay-start": "bflyIn1R[0]",
  "rsz0062_at_grt": "false",
  "post-cts-setup-buffer-count": 0
}
==> per-stage QoR <==
stage / area [um2] / hold slack, ps / instances / setup WS [ps]
finish: 39700 / 10050 / 5174 / 3880
global route: 39700 / 10080 / 5174 / 3250
CTS: 39700 / 10060 / 5174 / 3780
detailed placement: 39700 / 10060 / 5174 / 3800
global placement: 39700 / 10060 / 5174 / 3860
floorplan: 37100 / 9030 / 4173 / 5750
==> worst min-delay path, stage by stage <==
cell             delay, ps
clkdlybuf4s50_1        460
ha_1                   140
clkdlybuf4s50_1        450
==> worst max path at each step <==
stage / to / startpoint / depth (start not counted) / slack [ps]
final: bflyOut2I[14] / bflyWi[9] / 35 / 3880
after global routing: bflyOut2I[14] / bflyWi[9] / 35 / 3250
after CTS: bflyOut2I[14] / bflyWi[9] / 35 / 3780
==> cells by family after synthesis <==
family / Yosys count / synth area share (%)
xor gates and xnor gates: 204 / 4.90
buffers and inverters: 1324 / 13.4
AOI/OAI and AO/OA: 216 / 4.01
adders and majority gates: 1287 / 62.2
and+or+nand+nor: 1142 / 15.5
==> layout make-up <==
type,count,area [um2],area share [%]
inverters,1138,4270,10.8
well taps,959,1200,3.02
multi-input cells,2849,32100,80.9
repair buffers,228,2110,5.32
==> routing by layer <==
layer | wire length, um | vias up | global-route usage (%)
met4 | 964 | 0 | 2.30
li1 | - | 12002 | -
met2 | 35400 | 734 | 36.2
met1 | 36300 | 12728 | 40.5
met3 | 6010 | 39 | 7.48
met5 | 0 | - | 0
==> cell usage in the layout (no fill, tap or decap), types with 3 or more instances in the layout <==
cell / synthesis / layout
a21boi_0: 4 / 4
a21o_1: 32 / 32
buf_4: 1 / 68
inv_1: 1137 / 1137
or2_2: 3 / 3
or3_1: 5 / 5
a21oi_1: 66 / 66
nand2_1: 481 / 481
ha_1: 360 / 360
nand2b_1: 31 / 31
nand4_1: 8 / 8
nor2_1: 79 / 79
o21ai_1: 18 / 18
xor2_1: 56 / 56
a211oi_1: 4 / 4
xnor2_1: 146 / 146
clkdlybuf4s50_1: 0 / 160
nor2b_1: 31 / 31
a31oi_1: 4 / 4
a211o_1: 5 / 5
o21a_1: 14 / 14
nand3_1: 11 / 11
o21ai_0: 22 / 22
o2111ai_1: 3 / 3
and3_1: 8 / 8
o21bai_1: 12 / 12
and2_1: 470 / 470
o41ai_1: 4 / 4
o31ai_1: 3 / 3
o211ai_1: 3 / 3
fa_1: 927 / 927
nor3_1: 9 / 9
